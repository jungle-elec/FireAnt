===== flow/design.v =====
module counter(LED, BTN, pll_inst1_RSTN, pll_inst1_LOCKED, pll_inst1_CLKOUT0);
localparam LED_COUNT = 4;
localparam MAX_COUNTER = 30;
output [LED_COUNT-1:0] LED;
input [1:0] BTN;
output pll_inst1_RSTN;
input pll_inst1_LOCKED;
input pll_inst1_CLKOUT0;
wire clk_50m;
wire clk_50;
wire counter_2ms;
wire counter_2ms_posedge;
wire counter_msb;
reg [MAX_COUNTER-1:0] counter = 0;
reg counter_2ms_a;
reg [5:0] btn0_debounce, btn1_debounce;
reg [2:0] shift_counter = 0;
assign pll_inst1_RSTN = 1'b1;
assign clk_50m = pll_inst1_CLKOUT0;
assign LED = ~counter[MAX_COUNTER-1:MAX_COUNTER-LED_COUNT];
assign clk_380 = counter[16];
assign counter_2ms = counter[16];
assign counter_2ms_posedge = (~counter_2ms_a && counter_2ms);
always @ (posedge clk_50m)
begin
	if (pll_inst1_LOCKED)
	begin
		counter <= counter + (1 << shift_counter);
		counter_2ms_a <= counter_2ms;
	end
end
always @ (posedge clk_380)
begin
	if (BTN[0] == 1'b0)
	begin
		if (btn0_debounce >= 6'd20)
		begin
			btn0_debounce <= 6'd20; 
		end
		else
		begin
			btn0_debounce <= btn0_debounce + 6'd1;
		end
	end
	else
	begin
		if (btn0_debounce >= 6'd20)
		begin
			shift_counter <= shift_counter < 3'd7 ? shift_counter + 3'd1 : 3'd7;
		end
		btn0_debounce <= 6'd0;
	end
	if (BTN[1] == 1'b0)
	begin
		if (btn1_debounce >= 6'd20)
		begin
			btn1_debounce <= 6'd20; 
		end
		else
		begin
			btn1_debounce <= btn1_debounce + 6'd1;
		end
	end
	else
	begin
		if (btn1_debounce >= 6'd20)
		begin
			shift_counter <= shift_counter > 3'd0 ? shift_counter - 3'd1 : 3'd0; 
		end
		btn1_debounce <= 6'd0;
	end
end
endmodule

===== flow/run.sh =====
#!/bin/bash
# OpenROAD 26Q1-2900-gdf79404cd8, Yosys 0.63+post, stock flow scripts
make -C /OpenROAD-flow-scripts/flow DESIGN_CONFIG=/design/flow/config.mk WORK_HOME=/design/flow/orfs finish

===== flow/config.mk =====
export PLATFORM = sky130hd
export DESIGN_NAME = counter
export DESIGN_NICKNAME = counter
export VERILOG_FILES = /design/flow/design.v
export SDC_FILE = /design/flow/constraint.sdc
export NUM_CORES = 4
export LEC_CHECK = 1
export CORE_UTILIZATION = 40

===== flow/constraint.sdc =====
current_design counter

set clk_period 9.3
set clk_io_pct 0.2

create_clock -name clk0 -period $clk_period [get_ports {pll_inst1_CLKOUT0}]

set non_clock_inputs [all_inputs -no_clocks]
set_input_delay [expr $clk_period * $clk_io_pct] -clock clk0 $non_clock_inputs
set_output_delay [expr $clk_period * $clk_io_pct] -clock clk0 [all_outputs]

==> job_summary.md <==
### Flow metrics

| Metric | Value |
|---|---|
| FP Util | 0.414 |
| Worst min-delay path startpoint | counter[0] |
| TritonRoute pass-1 iters | 4 |
| Routability cong. | 0.802 |
| Most common logic cells in the final layout | edfxtp_1, nor2_1, inv_1, ha_1, xnor2_1 |
| Count of unclocked register or latch pins | 15 |
| Final Skew | about 0.0036 ns |
| Vias post-DR | 1647 |
| Hold Crit Class | reg -> reg |
| Layout cells sized above 1 | 0.0677 |
| Leading cell type in the layout, fill and taps excluded | edfxtp_1 |
| Number of global-route vias before repair | 1587 |
| Largest net degree at the start of global routing | 31 |
| Grt ovf | 0 |
| Worst-path maximum fanout | 4 |
| Worst setup margin | between 6 and 7 ns |
| Synth unique cells | 47 |
| Setup crit end | LED[0] |
| DRC | 0 |
| Slew Limit Fails | 0 |
| Tool warning count | 34 |
| CTS Buf Count | 5 |
| Hold Buf Count CTS | 0 |
| HPWL after DPL | 2.80 mm |
| Post-route cell area | 2840 um2 |
| First-pass GRT wire length | around 7.1 mm |
| CTS root buf | clkbuf_8 |
| PortBufs | 7 |
| Final setup viols | 0 |
| Post-detailed-route count of antenna-violating nets | 0 |
| Leak | 0.00108 uW |
| FF-to-FF path depth | 6 |
| Die height | approximately 83 um |
| RSZ-0062 raised after global routing | no |
| Synthesized area | 2610 um2 |
| Final period util | 0.331 |
| Post-synth EDFFs | 30 |
| Clock transition at path regs | 0.06 ns |
| Startpoint types | flip-flop |
| Buffer depth of the longest clock path | 2 |
| Post-route minimum period | 3.08 ns |
| GRT Util Overall | 0.131 |
| Latency at later pin | 0.28 ns |
| Setup Fix Bufs, Post-CTS | 0 |
| Synth Flop Type | edfxtp_1 |
| Mean area per synthesized cell | 10.9 um2 |
| Max Freq | 0.325 GHz |
| WL final | 4.01 mm |
| Max-Cap Viols | 0 |
| Initial antenna violation count | 0 |
| Arrival @ worst endpoint | 1.22 ns |
| Final setup TNS | 0 ns |
| Synth Instances | between 200 and 250 |
| Reg-to-Reg Start | counter[4] |
| Required @ worst endpoint | 7.44 ns |
| IO Count | 9 |
| Crit path launch | counter[26] |
| Core Area | 6310 um2 |
| Starting DRT DRC Count | 56 |
| Post-cts sizing count | 0 |
| H-tree depth | 2 |
| # rows | 29 |
| Chip area | about 6900 um2 |
| Vias per cell | around 5 |
| Final cell count without fillers | approximately 330 |
| Status | complete, no violations |
| Seq share, synth | 0.460 |
| Final Power | roughly 320 uW |
| Yosys cell count | 239 |
| Endpoints left unconstrained | 13 |
| Worst path max stage delay | 0.45 ns |
| Clock tree from TritonCTS | done |
| Layout Area Growth over Synthesis | 8.76% |
| Avg WL per Cell | 12.2 um |
| Cell Pwr Density | 113 nW/um2 |
| Die W | 82.8 um |
| Maximum VDD drop | between 0.09 and 0.1 mV |
| Antenna cell count | 0 |
| Crit-path cells | inv_1 -> clkdlybuf4s50_1 |
| Yosys Chip Area | about 2600 um2 |
| Placed Instance Area | 2760 um2 |
| Reg-to-Reg End | counter[9] |
| Fin. Hold Viols | 0 |
| Placed insts | 320 |
| Reg2reg setup slack | 6.75 ns |
| Synth Warn # | 2 |
| Rel. slew slack | 0.460 |
| Worst-margin pin slew | 0.811 ns |
| Async S/R FF share, synth | 0 |
| Synthesized registers | 45 |
| CP Capture Type | output pin |
| Pre-CTS setup slack | 6.26 ns |
| Crit Path Class | reg -> out |
| Crit-path slowest cell | clkdlybuf4s50_1 |
per-stage QoR:
step | utilization | hold WS (ns)
2_1_floorplan | - | 0.526
3_3_place_gp | 0.437 | 0.540
3_5_place_dp | 0.437 | 0.545
4_1_cts | 0.450 | 0.561
5_1_grt | 0.450 | 0.586
6_report | 0.450 | 0.553
state kept, by name (all words and copies together) (netlist names):
register	count
shift_counter	3
btn0_debounce	6
btn1_debounce	6
counter	30
cells in the mapped netlist, drive strengths merged (3+ instances only):
cell type,n,share of area
edfxtp,30,0.34
nor2,23,0.033
inv,20,0.029
ha,19,0.091
xnor2,17,0.057
dfxtp,15,0.11
xor2,14,0.047
nand2,13,0.019
a21oi,10,0.019
o2111ai,8,0.029
o21ai,7,0.013
nand3,6,0.016
buf,5,0.013
nor2b,5,0.012
a2111oi,4,0.037
and3,4,0.0096
and4,4,0.013
a21o,3,0.0091
and2,3,0.0072
o211ai,3,0.0086
o21a,3,0.0086
worst min path at each step:
stage,end,slack (ns),depth (start not counted)
final,counter[0],0.55,1
after global routing,counter[0],0.59,1
after CTS,counter[0],0.56,1
cells by family after synthesis:
group / synth area share
buf+inv: 0.0460
fa+ha+maj: 0.0987
xor+xnor: 0.104
other cells: 0.00287
flops: 0.460
compound gates: 0.163
simple gates: 0.125
final cells by class:
cell class,instances,area (um2)
Timing Repair Buffer,10,92.6
Tap cell,77,96.3
Clock inverter,2,8.76
Sequential cell,45,1200
Multi-Input combinational cell,168,1290
Inverter,20,75.1
Clock buffer,6,72.6
Fill cell,570,3470
where the power goes:
part	leakage (uW)	switching [uW]	internal, uW
clock	0.0000426	48.2	51.3
combinational	0.000621	23.7	20.3
sequential	0.000418	9.01	168
per-layer routing:
layer	track usage	vias up	wire length, um
met4	0.0141	0	21
met1	0.211	754	2080
met2	0.198	19	1800
met3	0.0283	2	114
met5	0	-	0
li1	-	872	-
critical path: cells and delay by family (launching register included):
| family | cells | cell delay (ns) |
|---|---|---|
| buffers and inverters | 2 | 0.52 |
| flip-flops | 1 | 0.43 |
Power is estimated from default activity; no workload was simulated.
