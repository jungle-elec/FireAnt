$ cat design.v
module fireant_pll_test(led, clk);
output led;
input clk;
reg [14:0] clk_count = 15'd0;
assign led = ~(clk_count[14] & clk_count[13] & clk_count[12] & clk_count[10] & clk_count[9]);
always @ (posedge clk)
begin
	clk_count <= clk_count + 15'd1;
end
endmodule
$ cat run.sh
#!/bin/bash
# OpenROAD 26Q1-2900-gdf79404cd8, Yosys 0.63+post, stock flow scripts
make -C /OpenROAD-flow-scripts/flow DESIGN_CONFIG=/design/flow/config.mk WORK_HOME=/design/flow/orfs finish
$ cat config.mk
export PLATFORM = sky130hd
export DESIGN_NAME = fireant_pll_test
export DESIGN_NICKNAME = fireant_pll_test
export VERILOG_FILES = /design/flow/design.v
export SDC_FILE = /design/flow/constraint.sdc
export NUM_CORES = 4
export LEC_CHECK = 1
export CORE_AREA = 10 10 72 72
export DIE_AREA = 0 0 82 82
$ cat constraint.sdc
current_design fireant_pll_test

set clk_period 3.8
set clk_io_pct 0.2

create_clock -name clk0 -period $clk_period [get_ports {clk}]

set non_clock_inputs [all_inputs -no_clocks]
set_input_delay [expr $clk_period * $clk_io_pct] -clock clk0 $non_clock_inputs
set_output_delay [expr $clk_period * $clk_io_pct] -clock clk0 [all_outputs]
==> qor.yml <==
outcome:
  outcome: "finished clean"
power:
  switchingPower_mw: 0.05069
  ir_drop_uv: 140.6
  leakagePower_nw: 0.2901
  powerDensity_nw_per_um2: 389.7
  pwr-share-seq_pct: 56.1
  internal_power_mw: 0.2297
  pwr-share-clk_pct: 43.9
  pwr-share-comb_pct: 0
  switching_share_pct: 18.08
layout:
  lay_top_count: "dfxtp_1"
  nFillCells: 410
  flop_area_um2: 300.3
  regMostFlops: "clk_count"
  drive_gt1_share_pct: 11.11
  final_cell_mix: "dfxtp_1, xor2_1, nand3_1"
  largest_reg_flops: 15
  stdcell_count: 111
  largestRegisters: "clk_count (15)"
  synthToLayoutAreaGrowth_pct: 19.29
  area.combinational_um2: 287.8
synthesis:
  ys.flops: 15
  synthesis.area_um2: 603.1
  topCellsByArea: "dfxtp_1, xor2_1, xnor2_1"
  yosysWarningCount: 1
  syn_area_per_cell_um2: 10.40
  ys_cells: 58
  synth_cell_types: 15
  postSynthCellCount: 58
  ys_seq_share_pct: 49.79
  top_area_share_pct: 49.79
  largest_area_cell: "dfxtp_1"
  synth_chip_area_um2: 603.1
cts:
  cts-resized-gates: 0
  cts_tree: "yes"
  cts_root_buf: "clkbuf_8"
  cts_buffer_depth: 2
  clk_pin_slew_worst_paths_ps: 60
  insertion_delay_ps: 240
  hold_buffers: 0
  cts_buffers: 3
  clkSinkCount: 15
  htreeDepth: 1
  postCtsSetupRepairBufs: 0
place:
  portBuffers: 1
  dp_hpwl_um: 611.9
  gp_congestion: 0.7556
  place_inst: 107
setup_path:
  worst_setup_path_end_kind: "primary output"
  crit_required_ps: 3040
  critPathMaxFanout: 5
  r2r_slack_ps: 2430
  timing.rr.end: "clk_count[14]$_DFF_P_"
  worstPathArrival_ps: 1380
  worstSetupPathType: "register to primary output"
  worst_setup_path_start_kind: "register"
  rr_startpoint: "clk_count[0]$_DFF_P_"
  rr_worst_depth: 4
drt:
  drtPass1Iterations: 4
  wl_per_cell_um: 7.829
  route.detailed.drc: 0
  ant_nets: 0
  post_drt_via_cell_ratio: 3.541
  vias: 393
  drt_iter0_drc: 20
  diodes: 0
  drt_wl_total_um: 869
min_path:
  holdCritStartpoint: "clk_count[0]$_DFF_P_"
  min_delay_path_depth: 1
  hp-class: "register to register"
  min_to: "clk_count[0]$_DFF_P_"
global_route:
  gr-total-overflow: 0
  antenna_found_initial: 0
  track_usage_pct: 2.864
  grt_pass1_wl_um: 1524
  grt_pass1_vias: 347
  grt_max_degree: 10
final_timing:
  tns_ps: 0
  setup_viol: 0
  slew_headroom_pct: 80.26
  hold_viol: 0
  worstMarginPinSlew_ps: 293.4
  skew_ps: 2.411
  timing.fmax_mhz: 467.2
  fin_crit_ps: 2140
  slew_viol_final: 0
  grt_setup_unrepaired: "no"
  period_used_pct: 56.33
die:
  rows: 22
  initial_core_util_pct: 16.35
  die_y_um: 82
  core-area_um2: 3689
  ioPinCount: 2
  fp.dieW_um: 82
  die_area_um2: 6724
flow_run:
  warnings: 25
  drv_cap: 0
==> synth_stat cells (all sizes together) <==
cell / count
ha: 1
nand4: 4
or2: 1
dfxtp: 15
nand2: 4
nor2: 3
xor2: 8
inv: 4
nand3: 6
nor3: 5
nor4: 2
xnor2: 5
==> logic make-up (layout without fill, tap and decap cells) <==
logic type | after synthesis | count (layout) | synth area share, %
adders and majority gates | 1 | 1 | 2.074
buffers and inverters | 4 | 9 | 2.489
xor gates and xnor gates | 13 | 13 | 18.88
DFF | 15 | 15 | 49.79
and+or+nand+nor | 25 | 25 | 26.76
==> worst max-delay path by stage <==
stage	slack, ps	from	cells after the start	to
4_1_cts	1650	clk_count[9]$_DFF_P_	3	led
5_1_grt	1580	clk_count[9]$_DFF_P_	3	led
6_report	1660	clk_count[9]$_DFF_P_	3	led
==> power by group through the flow <==
stage     clock (mW)  sequential, mW  combinational [mW]
4_1_cts        0.128           0.157         0.000000144
5_1_grt        0.133           0.157         0.000000144
6_report       0.123           0.157         0.000000144
==> worst max-delay path, stage by stage (launching register included) <==
cell             delay, ps
dfxtp_1                410
nand3_1                100
or2_1                  220
clkdlybuf4s50_1        410
==> metrics by stage <==
stage          util, %  setup WS (ps)  total power [mW]  hold WS [ps]  area (µm²)
3_3_place_gp     18.25           1964            0.1607         412.4       673.1
3_5_place_dp     18.25           1937            0.1607         411.8       673.1
2_1_floorplan        -           2416            0.1607         393.8       603.1
4_1_cts          19.50           1646            0.2853         427.2       719.4
6_report         19.50           1660            0.2804         428.2       719.4
5_1_grt          19.50           1577            0.2903         445.1       719.4
==> area by class of cell <==
type | count | share of cell area (%)
multi-input cells | 39 | 40.00
inverters | 4 | 2.087
clock inverters | 1 | 0.6957
well taps | 48 | 8.348
flip-flops and latches | 15 | 41.74
repair buffers | 1 | 1.391
clock buffers | 3 | 5.739
==> layer usage <==
layer,track usage (%),share of wire (%)
met2,3.056,35
met1,4.409,57
met5,0,0
met4,0.1701,0
met3,2.203,8.7
Power figures rest on the tool's default switching activity, not on a simulated workload.
